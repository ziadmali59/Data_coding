==> ./design.v <==
`timescale 1ns / 1ps
module blk_mod #(parameter TBS = 16)
    (
      output logic  [12:0]  y,
      input  logic  [24:0]  x
    );
    logic [37:0] t_x;
    logic [12:0] z;
    logic [37:0] t_z;
    logic [37:0] temp1 [0:25];
    logic [37:0] temp2 [0:25];
assign t_x      = {13'b0,x};
assign z        = TBS+'d24;
assign t_z      = {z,25'b0};
assign temp1[0] = t_x;
assign temp2[0] = t_z;
generate
    genvar i;
    for (i =0 ;i<25 ;i=i+1 ) 
    begin : blk_submod_inst
        blk_modunit inst(.out1(temp1[i+1]),
                        .out2(temp2[i+1]),
                        .x(temp1[i]),
                        .z(temp2[i])
                        );
    end
endgenerate
always @(*)
begin
    if (temp1[25] >= temp2[25])
    begin
        y = temp1[25]-temp2[25];
    end
    else
    begin
        y = temp1[25];
    end
end 
endmodule
`timescale 1ns / 1ps
module blk_modunit
    (
        output logic  [37:0]    out1,
                                out2,
        input  logic  [37:0]    x,
                                z
    );
    logic        t_sel;
    logic [37:0] mux_out;
    always @(*) 
    begin
        if (x>=z) 
        begin
            t_sel = 0;    
        end
        else
        begin
            t_sel = 1;
        end    
    end
    blk_mux2x1 #(38) blk_mux2x1_inst (.out(mux_out),
                                      .input1(z) ,
                                      .input2(38'b0),
                                      .select(t_sel));
    assign out1 = x-mux_out;
    assign out2 = z>>1;
endmodule
`timescale 1ns / 1ps
module blk_mux2x1 #(parameter WIDTH = 4)
(
    output logic [WIDTH-1:0]   out,
    input  logic [WIDTH-1:0]   input1,
                               input2,
    input  logic               select
);
    always_comb 
    begin
        if (select)
            out <= input2;
        else
            out <= input1;
    end
endmodule
==> ./run.sh <==
#!/bin/bash
# OpenROAD 26Q1-2900-gdf79404cd8, Yosys 0.63+post, stock flow scripts
make -C /OpenROAD-flow-scripts/flow DESIGN_CONFIG=/design/flow/config.mk WORK_HOME=/design/flow/orfs finish
==> ./config.mk <==
export PLATFORM = sky130hd
export DESIGN_NAME = blk_mod
export DESIGN_NICKNAME = blk_mod
export VERILOG_FILES = /design/flow/design.v
export SDC_FILE = /design/flow/constraint.sdc
export NUM_CORES = 4
export LEC_CHECK = 1
export CORE_AREA = 10 10 89 89
export DIE_AREA = 0 0 99 99
==> ./constraint.sdc <==
current_design blk_mod

set clk_period 22.4
set clk_io_pct 0.2

create_clock -name clk0 -period $clk_period

set non_clock_inputs [all_inputs -no_clocks]
set_input_delay [expr $clk_period * $clk_io_pct] -clock clk0 $non_clock_inputs
set_output_delay [expr $clk_period * $clk_io_pct] -clock clk0 [all_outputs]
==> Changelog: implementation <==
## Flow update

- Status: aborted with a tool error
- Stopped at: global placement without I/O
- Stop err: [ERROR GPL-0301] Utilization 171.815 % exceeds 100%.
- Synth area leader: xnor2_1
- Pre-Place Util: 1.38
- Top cell area share: 0.113
- Die extent in x: 99 um
- Post-synth area hogs: xnor2_1 11%, ha_1 8.8%, xor2_1 6.2%, nor2_1 4.7%, nand2_1 4.4%
- Netlist Area Pre-Place: 8270 um^2
- Cell count in the Yosys report: 1175
- Yosys warning tally: 7
- YS chip area: 8270 um^2
- FP Rows: 28
- Cell variety after synth: 104
- Die Y: 99 um
- Synthesized instance count: 1175
- Syn Area/Cell: 7.04 um^2
- Sequential area share after synthesis: 0
-- cells in the mapped netlist, types with 16 or more instances --
master     n
a21o_1    17
a21oi_1   59
and2_1    18
and3_1    27
ha_1      58
inv_1     65
mux2i_1   16
nand2_1   97
nand3_1   54
nand4_1   18
nor2_1   104
nor2b_1   31
nor3_1    61
o21ai_0   43
or3_1     33
xnor2_1  107
xor2_1    59
-- logic make-up after synthesis --
family / Yosys count / share of synthesized area
XOR/XNOR: 199 / 0.255
AND/OR/NAND/NOR: 572 / 0.387
buffers and inverters: 80 / 0.0395
AND-OR/OR-AND: 248 / 0.209
adder cells (fa/ha/maj): 59 / 0.0902
multiplexers: 17 / 0.0207
