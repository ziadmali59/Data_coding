===== config.mk =====
export PLATFORM = sky130hd
export DESIGN_NAME = blk_trellis_term
export DESIGN_NICKNAME = blk_trellis_term
export VERILOG_FILES = /design/flow/design.v
export SDC_FILE = /design/flow/constraint.sdc
export NUM_CORES = 4
export LEC_CHECK = 1
export CORE_UTILIZATION = 30

===== constraint.sdc =====
current_design blk_trellis_term

set clk_period 4.3
set clk_io_pct 0.2

create_clock -name clk0 -period $clk_period [get_ports {i_clk_terllis}]

set non_clock_inputs [all_inputs -no_clocks]
set_input_delay [expr $clk_period * $clk_io_pct] -clock clk0 $non_clock_inputs
set_output_delay [expr $clk_period * $clk_io_pct] -clock clk0 [all_outputs]

===== design.v =====
`timescale 1ns / 1ps
module blk_mux4x1(
    output logic        out,
    input  logic        a,
                        b,
                        c,
                        d,
    input  logic [1:0]  sel
    );
    always_comb 
    begin
        case(sel)
            2'b00: out = a;
            2'b01: out = b;
            2'b10: out = c;
            2'b11: out = d;
            default: out = 1'bx;
        endcase
    end
endmodule
`timescale 1ns / 1ps
module blk_trellis_term #(parameter TBS=16)
    (
        output logic  [(TBS+24+4)-1:0]              o_stream1_trellis,
                                                    o_stream2_trellis,
                                                    o_stream3_trellis,
        output logic                                o_valid_trellis,
                                                    o_enable_P2S,
        input  logic  [$clog2(TBS+24+4)-1:0] index,
        input  logic  [1:0]                         bit_selector,
        input  logic                                enable,
                                                    enable_valid,
                                                    i_trans_enable,
                                                    i_RSC1_out1,
                                                    i_RSC1_out2,
                                                    i_RSC2_out1,
                                                    i_RSC2_out2,
        input  logic                                i_start_terllis,
                                                    i_clk_terllis,
                                                    i_rst_n_terllis   
    );
    logic [3:0] t_x1,t_x2,t_x3,t_x4;
    logic temp1,temp2,temp3;
    always_ff @(posedge i_clk_terllis or negedge i_rst_n_terllis)
    begin
        if (~i_rst_n_terllis) 
        begin
            o_stream1_trellis <= 0;
            o_stream2_trellis <= 0;
            o_stream3_trellis <= 0;
            o_valid_trellis   <= 0;
            o_enable_P2S      <= 0;
            t_x1              <= 0;
            t_x2              <= 0;
            t_x3              <= 0;
            t_x4              <= 0;
        end
        else if (enable)
        begin
            if (~i_start_terllis) 
        begin
            if (index >= 4) 
                   begin
                        o_valid_trellis <= 1'b1; 
                   end
                   if (index == 5) 
                   begin
                        o_enable_P2S <= 1'b1; 
                   end
            o_stream1_trellis [index] <= i_RSC1_out1;
            o_stream2_trellis [index] <= i_RSC1_out2;
            o_stream3_trellis [index] <= i_RSC2_out2;
        end
        else if (~i_trans_enable && index >= TBS+24) 
        begin
            o_stream1_trellis [index] <= temp1;
            o_stream2_trellis [index] <= temp2;
            o_stream3_trellis [index] <= temp3;    
        end 
        else if (i_trans_enable)
        begin
            t_x1[bit_selector] <= i_RSC1_out1;
            t_x2[bit_selector] <= i_RSC1_out2;
            t_x3[bit_selector] <= i_RSC2_out2;
            t_x4[bit_selector] <= i_RSC2_out1;
        end
        end
    end
    blk_mux4x1 blk_mux4x1_inst (.out(temp1),
                                .a(t_x1[0]),
                                .b(t_x2[1]),
                                .c(t_x4[0]),
                                .d(t_x3[1]),
                                .sel(bit_selector)
                                );
    blk_mux4x1 blk_mux4x1_inst1 (.out(temp2),
                                .a(t_x2[0]),
                                .b(t_x1[2]),
                                .c(t_x3[0]),
                                .d(t_x4[2]),
                                .sel(bit_selector)
                                );
    blk_mux4x1 blk_mux4x1_inst2 (.out(temp3),
                                .a(t_x1[1]),
                                .b(t_x2[2]),
                                .c(t_x4[1]),
                                .d(t_x3[2]),
                                .sel(bit_selector)
                                );
endmodule

===== run.sh =====
#!/bin/bash
# OpenROAD 26Q1-2900-gdf79404cd8, Yosys 0.63+post, stock flow scripts
make -C /OpenROAD-flow-scripts/flow DESIGN_CONFIG=/design/flow/config.mk WORK_HOME=/design/flow/orfs finish

==> Changelog: implementation <==
### Implementation results

- Status: finished clean
- Ys async rst share: 100.0%
- CP cell instances: clkdlybuf4s50_1, inv_1, ha_1, nor4b_2, a32oi_2, nor4_2, buf_4, nand2_1, a22o_1
- DRT antenna net count: 0
- Initial DRC Count: approximately 270
- Leakage power total: ~3.8 nW
- Final hold viol count: 0
- DIE WIDTH: 147.7 um
- RePlAce Congestion: a little over 0.9
- Post-route non-filler standard cell count: 969
- YS warnings: 2
- Synthesis-stage register bit count: 146
- Slew Limit Fails: 0
- Post-Route Setup TNS: 0 ns
- WL/cell: ~19 um
- RR Endpoint: o_stream1_trellis[39]$_DFFE_PN0P_
- Placed Cells: 937
- GRT Total Usage: ~18%
- # rows: 52
- Num ports: 152
- DPL Wire Length: roughly 14000 um
- Setup CP Type: input pin to register
- Clock Latency Late Sink: 0.42 ns
- Req. time, crit path: 4.61 ns
- N_diodes: 0
- CP max FO: 12
- RSZ-0062 raised after global routing: no
- Max_cap viols: 0
- Clock period minus worst slack: 3.399 ns
- CTS Buf Count: 17
- Drt first pass iters: 5
- CTS tree: built
- Cells in synth_stat.txt: 514
- Distinct lib cells used: 54
- Fmax: 294.2 MHz
- Number of enable flip-flop cells: 0
- Clk buf depth: 2
- Cell Pwr Density: 415.1 nW/um2
- Critical Path End Type: register
- Critical path's slowest cell: clkdlybuf4s50_1
- Cells after Synth: 514
- Final setup viols: 0
- Yosys stat area: 6369 um2
- Crit share post-route: 79.05%
- Reg-to-reg critical path startpoint: t_x2[1]$_DFFE_PN0P_
- # hold bufs at CTS: 0
- PostCTS Resize Cnt: 0
- Dpl ws: between 0.4 and 0.5 ns
- Number of remaining DRC errors: 0
- Postcts setup bufs: 0
- Vias: 5037
- Root buf cell: clkbuf_16
- Syn-to-layout area delta: 39.33%
- Antenna violations before repair: 0
- Global-route wire length before repair: 29370 um
- Floorplan utilization: 31.07%
- PnR worst setup slack: 0.9009 ns
- Syn avg cell area: ~12 um2
- Worst EP arrival: between 3 and 4 ns
- Crit start category: input pin
- FF-to-FF path depth: 7
- Setup Skew: 0.009155 ns
- Fraction of layout cells with a size suffix above 1: 15.74%
- VDD IR max: 293.3 uV
- Area of the mapped netlist: 6369 um2
- WP buf/inv: 3
- Hold_ws: between 0.4 and 0.5 ns
- Hold WC Path Type: input pin to asynchronous set/reset pin
- H-tree depth: 4
- Seq/Total Area, Yosys: 57.37%
- Vias in the first global route: 4961
- Top delay family on crit path: buffers and inverters
- Chip area: 21820 um2
- Reg2Reg Setup Slack: 2.25 ns
- CP peak stage delay: 0.57 ns
- Die Ht: 147.7 um
- Largest net degree at the start of global routing: ~81
- Sink Count: 146
- Clock-pin slew on the worst setup and hold paths: 0.07 ns
- Tally of OpenROAD warnings: 34
- # port buffers: roughly 150
- GRT overflow: 0
- Via density: 5.198
- CORE AREA: 20490 um2
- Post-Route WL: ~19000 um
- Worst-Margin Slew: between 0.8 and 0.9 ns
- Max_slew headroom: 39.79%
- Ys flop type: dfrtp_1
==> stage by stage <==
step	instance area, um2	util (%)	power, mW
after floorplan	6369	-	1.838
after global placement	8290	40.45	2.261
after detailed placement	8290	40.45	2.270
after CTS	8874	43.30	3.722
after global routing	8874	43.30	3.858
final	8874	43.30	3.683
==> per-layer routing <==
metal  track usage, %  wire [um]
met5                0          0
met4            2.577        291
met3            5.197       1486
met2            27.55       8529
met1            27.60       8545
==> worst max-delay path by stage <==
stage	slack (ns)	from	depth (start not counted)	endpoint
after CTS	0.95	index[1]	8	o_stream3_trellis[12]$_DFFE_PN0P_
after global routing	0.72	index[1]	9	o_stream1_trellis[22]$_DFFE_PN0P_
final	0.90	index[1]	9	o_stream1_trellis[23]$_DFFE_PN0P_
==> power by group <==
group | total (mW) | internal, mW | switching, mW
combinational | 0.621 | 0.381 | 0.239
clock | 1.44 | 0.831 | 0.611
sequential | 1.62 | 1.53 | 0.0942
==> flip-flops by register name, summed over array words and instances (netlist names) <==
register	flops
t_x4	3
o_stream3_trellis	44
t_x2	3
t_x1	3
o_enable_P2S	1
o_stream1_trellis	44
o_valid_trellis	1
o_stream2_trellis	44
t_x3	3
==> Yosys cell counts, types with 4 or more instances <==
cell type  count  area share (%)
a22o_1        77              11
dfrtp_1      146              57
clkbuf_1      11            0.65
o2bb2ai_1     18             2.5
buf_2          7            0.55
nand3_1       17             1.3
nor3_1         4            0.31
buf_4          5            0.59
a21oi_1        7            0.55
nand2_1       43             2.5
nor3_2         5            0.79
o21ai_0       22             1.7
nor2b_1        4            0.39
nand4_1        9            0.88
and2_1         6            0.59
nor2_1        22             1.3
mux2_2        30             5.3
o31ai_1        6            0.71
ha_1          10             2.0
inv_1          7            0.41
a32o_1         6            0.94
==> placed cells by master, fill, tap and decap left out, types with 9 or more instances in the layout <==
cell             synthesis  final
clkdlybuf4s50_1          0    149
dfrtp_1                146    146
a22o_1                  77     77
nand2_1                 43     43
mux2_2                  30     30
buf_4                    5     26
nor2_1                  22     22
o21ai_0                 22     22
o2bb2ai_1               18     18
nand3_1                 17     17
clkbuf_16                0     17
ha_1                    10     10
nand4_1                  9      9
==> area by class of cell <==
class                      count  area [um2]
inverter                       8       30.03
timing repair buffer         176        1698
sequential                   146        3654
clock buffer                  18       439.2
fill                        1841       11620
tap                          270       337.8
multi-input combinational    337        2571
clock inverter                14       143.9
==> cell families (layout without fill, tap and decap cells) <==
group           Yosys count  count (layout)  synth area share (%)
mux                      31              31                 5.462
flops                   146             146                 57.37
fa+ha+maj                10              10                 1.965
xor+xnor                  5               5                 1.041
compound gates          151             151                 19.16
buf+inv                  31             216                 2.259
simple gates            140             140                 12.75
Power figures rest on the tool's default switching activity, not on a simulated workload.
